`design/flow/config.mk`:
```
export PLATFORM = sky130hd
export DESIGN_NAME = ID_memory
export DESIGN_NICKNAME = ID_memory
export VERILOG_FILES = /design/flow/design.v
export SDC_FILE = /design/flow/constraint.sdc
export NUM_CORES = 4
export LEC_CHECK = 1
export CORE_UTILIZATION = 40
export SYNTH_HDL_FRONTEND = slang
```
`design/flow/constraint.sdc`:
```
current_design ID_memory

set clk_period 83.3
set clk_io_pct 0.2

create_clock -name clk0 -period $clk_period [get_ports {clk}]

set non_clock_inputs [all_inputs -no_clocks]
set_input_delay [expr $clk_period * $clk_io_pct] -clock clk0 $non_clock_inputs
set_output_delay [expr $clk_period * $clk_io_pct] -clock clk0 [all_outputs]
```
`design/flow/design.v`:
```
module ID_memory#(BYTE_SIZE=4, ADDR_WIDTH=32)(
input clk,WE,
input [ADDR_WIDTH-1:0] ADDR,
input [(BYTE_SIZE*8)-1:0] WD,
output [(BYTE_SIZE*8)-1:0] RD 
);
reg [7:0] mem [255:0];
initial begin
	$readmemh("instructions.hex", mem, 0);
end
genvar i;
generate
	for (i = 0; i < BYTE_SIZE; i = i + 1) begin: read_generate
		assign RD[8*i+:8] = mem[ADDR+i];
	end
endgenerate	
integer k;
always @(posedge clk) begin
    if(WE == 1'b1) begin	
        for (k = 0; k < BYTE_SIZE; k = k + 1) begin
            mem[ADDR+k] <= WD[8*k+:8];
        end
    end
end
endmodule
```
`design/flow/run.sh`:
```
#!/bin/bash
# OpenROAD 26Q1-2900-gdf79404cd8, Yosys 0.63+post, stock flow scripts
make -C /OpenROAD-flow-scripts/flow DESIGN_CONFIG=/design/flow/config.mk WORK_HOME=/design/flow/orfs finish
```
==> out/qor.txt <==
GR Util All Layers -> 49.4%
yosys stat chip area -> 203000 sq um
main flop type -> edfxtp_1
Biggest register -> mem
Core ar. -> 506000 sq um
vias -> 180446
total power -> 3370 uW
HP Class -> input pin to flop
initial antenna violation count -> 212
Site Rows -> 261
Num CTS Buffers -> 281
crit share post-route -> 50.6%
I/O pin cnt -> 98
startpoint types -> input pin
# Max-Cap Violations -> 0
number of enable flip-flop cells -> 2048
PortBufs -> 73
Residual DRC -> 0
crit path capture type -> output port
final RePlAce weighted congestion -> 1.12
vias per cell -> 7.44
CP max-delay cell -> a22oi_1
WL/cell -> 49.6 um
Initial DRT Pass Iterations -> 9
Seq/Total Area, Yosys -> 30.2%
slowest cell delay on critical path -> 0.80 ns
RSZ-0062 raised after global routing -> false
root buffer cell -> clkbuf_16
pin count of the biggest net entering global routing -> 103
post-CTS setup buffers -> 0
post-synth top area share -> 30.2%
Pleak -> 0.0777 uW
Worst Tran Pin Value -> 1.38 ns
ys async rst share -> 0%
syn avg cell area -> 11.3 sq um
utilization after layout -> 43.8%
Die ar. -> 511000 sq um
final WL -> 1200000 um
Crit path top cell by count -> buf_4
WS Path Type -> input pin to output port
Worst Path Buf+Inv -> 9
vias in the first global route -> 168512
post-route ant nets -> 0
Hold Buf Count CTS -> 0
yosys stat cell total -> 17929
top cell type by total area after synthesis -> edfxtp_1
slew margin rel. -> 8.15%
Tool Warnings -> 65
Fmax -> 23.7 MHz
Critical Path, Cell by Cell -> buf_16, buf_4, buf_4, buf_4, buf_4, buf_12, buf_4, buf_12, mux4_2, mux4_2, a22oi_1, o211ai_1, a221o_1, clkdlybuf4s50_1
Final Max Tran Viols -> 0
htree depth -> 5
synthesized area -> 203000 sq um
most frequent cell after synthesis -> mux4_2
HPWL after DPL -> 824000 um
worst vdd ir -> 0.0170 mV
run status -> completed
Cells after Synth -> 17929
Yosys Warn Count -> 0
TNS Setup -> 0 ns
clk buf depth -> 4
endpoints failing hold -> 0
top cells by area, synth -> edfxtp_1 (30%), mux4_2 (26%), mux2i_1 (11%)
Clock Pin Slew Worst Setup and Hold Paths -> 0.06 ns
1st-iter DRT viols -> 20937
grt total ovfl -> 0
CP arrival -> 25.51 ns
Synthesized registers -> 2048
crit path DRT -> 66.64 ns
CTS Sinks -> 2048
chip height -> 715 um
CP max FO -> 84
pwr/cell area -> 15.2 nW/um^2
Largest register FFs -> 2048
largest registers -> mem (2048)
floorplan core density -> 40.2%
Tmin final -> 42.17 ns
Post-CTS Resized -> 0
first-pass GRT wire length -> 1590000 um
layout cells sized above 1 -> 33.8%
DIE WIDTH -> 715 um
Yosys cell types -> 99
largest delay contributor family on the critical path -> buffers and inverters
WHS -> 16.31 ns
# setup viols final -> 0
CTS tree -> built
Post-synth top cells -> mux4_2 (2379), mux2i_1 (2202), edfxtp_1 (2048)
Layout area overhead -> 9.07%
==> cells in the final DEF (no fill, tap or decap), types with 467 or more instances in the layout <==
master / instances
a211oi_1: 467
a21oi_1: 804
buf_4: 1020
edfxtp_1: 2048
mux2_2: 1619
mux2i_1: 2202
mux4_2: 2379
nand2_1: 1727
nand3_1: 509
nor2_1: 1304
o21ai_0: 814
==> cell families (layout without fill, tap and decap cells) <==
| family | count (synthesis) | after routing | synth area share, % |
|---|---|---|---|
| and+or+nand+nor | 4122 | 4122 | 8.70 |
| other | 0 | 358 | 0 |
| muxes | 6213 | 6213 | 46.2 |
| DFF | 2048 | 2048 | 30.2 |
| AOI/OAI and AO/OA | 3148 | 3148 | 9.60 |
| xor gates and xnor gates | 16 | 16 | 0.0726 |
| adders and majority gates | 9 | 9 | 0.0554 |
| buffers and inverters | 2373 | 1626 | 5.10 |
==> worst paths after layout <==
check,start,to,slack (ns),cells after the start
worst max-delay path,ADDR[0],RD[19],41.13,14
worst min-delay path,WD[21],mem[237][5],16.31,4
==> power by group <==
group	total, uW	internal (uW)	switching [uW]	leakage [uW]
clock network	1270	714	559	0.00440
registers	1160	1150	15.2	0.0184
logic	936	301	635	0.0549
total	3370	2160	1210	0.0777
==> routing by layer <==
metal	vias to the layer above	global-route usage [%]	part of all wire (%)
met1	90139	54.6	31
met2	16757	61.6	39
met3	4153	41.2	20
met4	204	33.3	8.8
li1	69193	-	-
met5	-	16.5	0.67
==> stage by stage <==
stage / setup slack, ns / cell area (sq um) / cells
2_1_floorplan: 45.80 / 203000 / 17929
3_3_place_gp: 41.46 / 212000 / 23392
3_5_place_dp: 41.45 / 212000 / 23392
4_1_cts: 41.43 / 221000 / 23888
5_1_grt: 40.82 / 221000 / 24034
6_report: 41.13 / 222000 / 24246
==> cell type report <==
cell class	instances	area [sq um]
diodes	358	896
inverters	10	37.5
flip-flops and latches	2048	61500
repair buffers	1120	9120
well taps	6706	8390
clock buffers	334	7270
fillers	45579	284000
multi-input cells	13508	133000
clock inverters	162	1880
Power and IR drop assume default switching activity.
